==> ./design.v <==
`timescale 1ns / 1ps
module Car_Alarm_System_S (
input Brake_depressed_switch , Hidden_switch , Ignition_switch , Driver_door , Passenger_door ,Clock, System_reset,
output Fuel_pump_power , Siren , Status_indicator
);
  wire [3:0] value; 
  wire [1:0] interval;
  wire expired,start_timer, one_hz;
 wire Brake_depressed_switch_d , Hidden_switch_d , Ignition_switch_d , Driver_door_d , Passenger_door_d , System_reset_d;
    Debouncer D1 (Clock, System_reset, System_reset_d);
    Debouncer D2 (Clock, Ignition_switch, Ignition_switch_d);
    Debouncer D3 (Clock, Brake_depressed_switch, Brake_depressed_switch_d);
    Debouncer D4 (Clock, Hidden_switch, Hidden_switch_d);
    Debouncer D5 (Clock, Driver_door, Driver_door_d);
    Debouncer D6 (Clock, Passenger_door, Passenger_door_d);
  fuel_pump_logic FPL(Clock,System_reset_d, Brake_depressed_switch_d , Hidden_switch_d , Ignition_switch_d , Fuel_pump_power);
  Anti_theft_FSM ATF( System_reset_d,Clock , Ignition_switch_d , Driver_door_d , Passenger_door_d, expired , one_hz , start_timer , Siren , Status_indicator , interval);
  time_parameters TP(interval,  Clock , value );
  timer T ( System_reset_d, Clock ,start_timer, value, expired, one_hz);
endmodule
module Debouncer (input clock, I, output reg O);
    reg [19:0] count = 20'b00000000000000000000;
    reg IReg;
    always @ (posedge clock)
        begin
            if (IReg != I)
                begin
                    IReg <= I;
                    count <= 20'b00000000000000000000;
                end
            else if (count == 1000000)
                O <= IReg;
            else
                count <= count + 1;
        end
endmodule
module fuel_pump_logic (
input Clock,System_reset,  Brake_depressed_switch , Hidden_switch , Ignition_switch,
  output reg Fuel_pump_power
);
  reg Fuel_pump_power_1;
  always @(System_reset or Ignition_switch or Brake_depressed_switch or Hidden_switch or Fuel_pump_power_1) 
    begin
      Fuel_pump_power = ~System_reset && Ignition_switch && Brake_depressed_switch && Hidden_switch || ~System_reset && Ignition_switch && Fuel_pump_power_1;
    end
    always @(posedge Clock)
     Fuel_pump_power_1 = Fuel_pump_power;
endmodule
module Anti_theft_FSM(
  input System_reset, clk ,ig_sw , driver_door , passenger_door, expired, one_hz,
  output reg start_timer , siren, output status_indicator, output reg [1:0] interval);
reg [2:0] state = 3'b000;
  parameter Armed = 3'b000,
            Triggered = 3'b001 ,
            Sound_Alarm = 3'b010 ,
            Disarmed = 3'b011 ,
            Ignition_off = 3'b 100 , 
            Door_open = 3'b101 ,
            Door_close = 3'b110,
            Alarm_on = 3'b111;
  reg [2:0] next_state;
  reg [1:0] led_state;
  always @(posedge clk)
    begin
    case(state)
      Armed : begin led_state <= 2'b01; siren <= 0; if(ig_sw == 0 && (driver_door == 1)) begin interval = 2'b01; start_timer <= 1;  end  else if(ig_sw == 0 && passenger_door == 1) begin  interval = 2'b10; start_timer <= 1;  end else start_timer <= 0;  end 
      Triggered : begin led_state <= 2'b10; siren <= 0;start_timer <= 0; end
      Sound_Alarm : begin led_state <= 2'b10; siren <= 1;if((driver_door == 0 && passenger_door == 0) || ig_sw == 1) begin  interval = 2'b11; start_timer <= 1; end   end
      Alarm_on : begin siren <= 1;start_timer <= 0; end
      Disarmed : begin led_state <= 2'b00 ; siren <= 0; end
      Ignition_off : begin led_state <= 2'b00; siren <= 0; start_timer <= 0; end
      Door_open : begin led_state <= 2'b00 ; siren <= 0; if(driver_door == 0 && passenger_door == 0) begin interval = 00;  start_timer <= 1;end end
      Door_close : begin start_timer <= 0;end     
    endcase 
    end
    always @(posedge clk)
    begin
    state = next_state;
    if(System_reset) 
       state = Armed;
      end
  always @(*)
    begin
      if(state == Armed)
        begin
          if(ig_sw == 1)
            next_state <= Disarmed;
          else if(driver_door == 1 || passenger_door == 1)
            next_state <= Triggered;
          else 
            next_state <= Armed;  
        end
      else if(state == Triggered)
        begin
          if(ig_sw == 1)
            next_state <= Disarmed;
          else if(expired == 1)
            next_state <= Sound_Alarm;
          else
             next_state <= Triggered;
        end
      else if(state == Sound_Alarm)
        begin
          if(driver_door == 0 && passenger_door == 0 || ig_sw == 1)
            next_state  <= Alarm_on;
          else
             next_state <= Sound_Alarm;
        end
      else if(state == Alarm_on)
        begin
          if(expired == 1)
            begin
              if(driver_door == 0 && passenger_door == 0)
                next_state <= Armed;
              else if(ig_sw ==1)
                next_state <= Disarmed;
              else
                next_state <= Alarm_on;
            end
          else
            next_state <= Alarm_on;
        end
     else if(state == Disarmed)
        begin
          if(ig_sw == 1)
            next_state <= Disarmed;
          else
            next_state <= Ignition_off;    
        end
      else if(state == Ignition_off)
        begin
          if(driver_door == 1)
            next_state <= Door_open;
            else
              next_state <= Ignition_off;
        end
      else if(state == Door_open)
        begin
          if(driver_door == 0 && passenger_door == 0)
            next_state <= Door_close;
          else
            next_state <= Door_open;
        end
      else
        begin
          if(expired)
            next_state <= Armed;
          else if(driver_door == 1 || passenger_door == 1)
            next_state <= Door_open;
          else
            next_state <= Door_close;
        end
    end
  led L(led_state ,clk, one_hz,status_indicator);
 endmodule
module led (input [1:0] status_indicator_led ,input clk ,one_hz, output  status_indicator);
reg status_indicator_2 = 0;
     assign status_indicator = status_indicator_2;
  always @(posedge one_hz)
    begin
      case(status_indicator_led)
        2'b 00 : status_indicator_2 <= 0;
        2'b 01 : status_indicator_2 <= ~status_indicator_2;
        2'b 10 : status_indicator_2 <= 1;
        2'b 11 : status_indicator_2 <= 0;
      endcase
    end
endmodule
module time_parameters (
  input [1:0]  interval, input clk,
  output reg [3:0] value
);
  always @(interval)    
    begin
      case(interval)
        2'b00 : value = 4'b0110; 
        2'b01 : value = 4'b0010;   
        2'b10 : value = 4'b1111;
        2'b11 : value = 4'b1010; 
        default : value = 4'b0000;
      endcase
    end
endmodule
 module timer (input System_reset , Clk , Start_timer , input [3:0] value , output reg expired , output enable);
reg reset , rst;
reg  expired_1 = 0 , expired_2 = 1 , expired_3 = 0;
reg count, count_1 = 1, count_2 = 0;
reg [3:0] counter, counter_1 , counter_2;
reg h, h_1 , h_2;
always @(Start_timer)
begin
 if(Start_timer) 
 rst = 1'b1; 
 else 
 rst = 1'b0;
 end
 always @(*)
reset = rst || System_reset;
freq_divider FD(Clk , reset ,Start_timer, enable);
always @(Start_timer)
h_1 = Start_timer ? 1'b0 : 1'b1;
always @(posedge Start_timer)
begin counter_1 = value;end
always @(posedge enable)
begin
     if(count && counter)
      begin counter_2 = counter - 1;h_2 = 1; end    
      else
      h_2 = 0; 
end
always @(*)
h = h_1 && h_2;
always @(posedge Clk)
begin
counter = Start_timer ? counter_1 : (h?  counter_2 : counter);
end
always @(posedge Clk)
begin
expired = (Start_timer && expired_1) || (~Start_timer  && expired && expired_3) || (enable  && count && !counter && expired_2);
count = (Start_timer && count_1) || (~Start_timer && !counter && count_2) || (~expired && ~Start_timer && count);
end
endmodule       
 module DFF (input clk , D , rst , output reg Q);
  always @ (posedge rst , posedge clk)
    begin
      if(rst == 1)
        Q <= 1'b1;
      else Q <= D;
    end
endmodule
module mod_8_counter (input clk , rst , start_timer, output final_out);
  wire [2:0] out;
  DFF A (clk , ~out[0] , rst , out[0]);
  DFF B(out[0] , ~out[1] , rst , out[1]);
  DFF C(out[1] , ~out[2] , rst , out[2]);
  assign final_out = out[2];
endmodule
module freq_divider (input clk , rst ,start_timer, output led);
  wire [8:0] Cout;
  mod_8_counter counter_inst0 (clk,rst,start_timer,Cout[0]);
genvar i;
generate
  for (i = 1; i < 9; i=i+1) 
begin : counter_gen_label
 mod_8_counter counter_inst (
 Cout[i-1],
 rst,start_timer,
 Cout[i]
 );
 end
endgenerate
  assign led = Cout[8];
endmodule
==> ./run.sh <==
#!/bin/bash
# OpenROAD 26Q1-2900-gdf79404cd8, Yosys 0.63+post, stock flow scripts
make -C /OpenROAD-flow-scripts/flow DESIGN_CONFIG=/design/flow/config.mk WORK_HOME=/design/flow/orfs finish
==> ./config.mk <==
export PLATFORM = sky130hd
export DESIGN_NAME = Car_Alarm_System_S
export DESIGN_NICKNAME = Car_Alarm_System_S
export VERILOG_FILES = /design/flow/design.v
export SDC_FILE = /design/flow/constraint.sdc
export NUM_CORES = 4
export LEC_CHECK = 1
export CORE_UTILIZATION = 40
==> ./constraint.sdc <==
current_design Car_Alarm_System_S

set clk_period 3.3
set clk_io_pct 0.2

create_clock -name clk0 -period $clk_period [get_ports {Clock}]

set non_clock_inputs [all_inputs -no_clocks]
set_input_delay [expr $clk_period * $clk_io_pct] -clock clk0 $non_clock_inputs
set_output_delay [expr $clk_period * $clk_io_pct] -clock clk0 [all_outputs]
==> out/results.ini <==
[grt]
antenna_found_initial=0
overflow=0
grt_max_degree=28
grt_pass1_wl_mm=26.1
track_usage_pct=14.9
grt_pass1_vias=5613

[routing]
drc=0
vias=6173
first_pass_iters=6
ant_nets=0
via_per_inst=5.12
totalWireLength_mm=14.6
wl_per_cell_um=12.1
first_iter_violations=353
num_antenna_cells=0

[clocking]
ctsHoldBuffers=0
cts_buffers=17
cts_setup_buffers=0
cts_resized=0
clock_path_buffers=2
h-tree-depth=4
root_buffer=clkbuf_16
clkLatencyLatePin_ns=0.42
cts_tree=done
clk_pin_slew_worst_paths_ns=0.06

[synth]
synthArstFlopShare_pct=14.6
synth_cells=913
syn_area_mm2=0.00832
ys_seq_share_pct=49.2
ys_types=55
ys_chip_area_mm2=0.00832
synth.avg_cell_area_um2=9.12
yosys_warnings=7
yosysCellCount=913
ff_type=dfxtp_1
edf_count=22
ys_ff=185

[setup_path]
critical-path-max-stage-delay_ns=0.59
critPathKind=register to output port
worstPathArrival_ns=1.83
path_cells=nand2b_1, nor2_1, clkdlybuf4s50_1
crit_fanout=13
startpoint_type=register
slowest_stage=edfxtp_1
crit_path_end_kind=output port
required_ns=2.64

[final_timing]
rsz0062_at_grt=false
fin_setup_tns_ns=0
worst_pin_slew_ns=0.725
slew_viol_final=0
fin_crit_ns=2.49
untimed_endpoints=40
hold_violations=0
max_freq_mhz=401
period_used_pct=75.5
unclocked_regs=35
slew-limit-headroom_pct=51.5
finClkSkew_ns=0.00880
setup_viol=0

[cells_and_area]
layout-drive-gt1-share_pct=9.40
n_fill_cell=1900
regArea_mm2=0.00409
final_area_mm2=0.00931
logic_area_mm2=0.00386
area_growth_pct=11.9

[placed_design]
io_buffers=9
place.gp.congestion=0.831
dpl.hpwl_mm=9.93
placed_area_mm2=0.00871

[floorplanning]
num_rows=52
initCoreUtil_pct=41.0
core-area_mm2=0.0203
die_h_um=146
chipArea_mm2=0.0214
die_w_um=146
io_pins=10

[flow_run]
tool_warnings=31
drv_cap=0

[status]
status=finished, final reports clean

[power]
p_leak_nw=3.34
powerDensity_mw_per_mm2=449
peakVddDrop_mv=0.442

[hold_path]
hold_class=register to register

power breakdown:
group          switching, W  internal (W)  leakage [nW]
clock network      0.000782       0.00115         0.300
registers         0.0000767       0.00191          1.59
logic              0.000162      0.000106          1.45
critical path: cells and delay by family (launching register included):
family	cells	cell delay (ns)
buffers and inverters	1	0.47
DFF	1	0.59
and+or+nand+nor	2	0.36
stage by stage:
stage,power [W],utilization [%],setup WS (ns),cells,hold slack (ns)
5_1_grt,0.00439,45.9,0.632,1206,0.459
6_report,0.00419,45.9,0.808,1206,0.441
3_3_place_gp,0.00229,42.9,1.03,1174,0.418
2_1_floorplan,0.00221,-,1.61,913,0.413
3_5_place_dp,0.00230,42.9,1.00,1174,0.431
4_1_cts,0.00425,45.9,0.780,1206,0.443
Yosys cell counts (all sizes together), types with 3 or more instances:
cell type  number  area share (%)
nor4           19             1.4
a31o            4            0.42
edfxtp         22             7.9
and3           20             1.5
o31ai           6            0.54
mux2            4            0.54
nand2          38             1.7
a21oi          64             3.8
or4             8            0.72
nor2b           9            0.68
ha             13             2.0
dfstp          27             8.5
dfxtp         136              33
nor3           38             2.3
nand2b          9            0.68
and4            8            0.86
nor4bb          6            0.72
o21bai          3            0.27
clkbuf         23             1.1
o21ai          49             2.9
nor2           84             3.8
nor4b          16             1.7
or3            32             2.4
nand4          32             2.7
and2            7            0.53
xor2           32             3.4
nand3          56             3.4
xnor2          38             4.0
inv            72             3.2
a31oi           4            0.30
or2             8            0.60
cell families after synthesis:
group | synth area share, %
flops | 49.2
fa+ha+maj | 1.95
mux | 0.661
xor+xnor | 7.37
simple gates | 26.1
buf+inv | 4.42
compound gates | 10.3
layout by cell type (no fill, tap or decap), drive strengths merged, types with 20 or more instances in the layout:
| master | count |
|---|---|
| dfxtp | 136 |
| nor2 | 84 |
| inv | 77 |
| a21oi | 64 |
| nand3 | 56 |
| o21ai | 49 |
| nor3 | 38 |
| nand2 | 38 |
| xnor2 | 38 |
| xor2 | 32 |
| or3 | 32 |
| nand4 | 32 |
| dfstp | 27 |
| edfxtp | 22 |
| clkbuf | 22 |
| and3 | 20 |
final cells by class:
class / count / area share, %
clock inverters: 10 / 0.833
flip-flops and latches: 185 / 43.9
inverters: 72 / 2.90
multi-input cells: 631 / 41.5
clock buffers: 22 / 5.67
well taps: 270 / 3.63
repair buffers: 16 / 1.53
final timing paths:
kind	cells past startpoint	end	start	slack [ns]
worst max-delay path	3	Fuel_pump_power	D2.O$_DFFE_PP_	0.81
worst min-delay path	1	T.FD.counter_inst0.A.Q$_DFF_PP1_	T.FD.counter_inst0.A.Q$_DFF_PP1_	0.44
worst max register to register	4	D3.count[18]$_SDFFE_PP0P_	D3.count[3]$_SDFFE_PP0P_	1.30
worst min register to register	1	T.FD.counter_inst0.A.Q$_DFF_PP1_	T.FD.counter_inst0.A.Q$_DFF_PP1_	0.44
max in group asynchronous	2	T.FD.counter_inst0.A.Q$_DFF_PP1_	ATF.start_timer$_DFFE_PP_	2.41
min in group asynchronous	2	T.FD.counter_inst0.A.Q$_DFF_PP1_	D1.O$_DFFE_PP_	0.81
flip-flops by register name, indices dropped and copies added (netlist names), 2 cells and up:
signal,count
D1.count,20
D6.count,20
T.FD.counter_gen_label.counter_inst.B.Q,8
T.FD.counter_gen_label.counter_inst.A.Q,8
ATF.state,3
T.FD.counter_gen_label.counter_inst.C.Q,8
D4.count,20
ATF.interval,3
T.counter_2,4
ATF.led_state,2
D2.count,20
D5.count,20
T.counter_1,3
D3.count,20
T.counter,4
routing by layer:
layer | global-route usage [%] | vias to the layer above | share of wire, %
li1 | - | 3266 | -
met3 | 2.55 | 15 | 2.4
met1 | 24.7 | 2831 | 54
met5 | 0 | - | 0
met4 | 2.03 | 0 | 1.5
met2 | 21.5 | 61 | 42
Power is estimated from default activity; no workload was simulated.
